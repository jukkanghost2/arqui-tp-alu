==> design.v <==
`timescale 1ns / 1ps
module ALU
#(
  parameter     SIZEDATA = 8,
                SIZEOP = 6
)
(
  input signed  [SIZEDATA - 1:0]   DATOA,
  input signed  [SIZEDATA - 1:0]   DATOB,
  input         [SIZEOP - 1:0]     OPCODE,
  output reg    [SIZEDATA - 1:0]   RESULT
);
  localparam [SIZEOP - 1:0]     ADD = 6'b100000;
  localparam [SIZEOP - 1:0]     SUB = 6'b100010;
  localparam [SIZEOP - 1:0]     OR  = 6'b100101;
  localparam [SIZEOP - 1:0]     XOR = 6'b100110;
  localparam [SIZEOP - 1:0]     AND = 6'b100100;
  localparam [SIZEOP - 1:0]     NOR = 6'b100111;
  localparam [SIZEOP - 1:0]     SRA = 6'b000011;
  localparam [SIZEOP - 1:0]     SRL = 6'b000010;
  always@(*)
    begin
      case(OPCODE)
        ADD: RESULT = DATOA + DATOB;
        SUB: RESULT = DATOA - DATOB;
        OR:  RESULT = DATOA | DATOB;
        XOR: RESULT = DATOA ^ DATOB;
        AND: RESULT = DATOA & DATOB;
        NOR: RESULT = ~(DATOA | DATOB);
        SRA: RESULT = DATOA >>> DATOB;
        SRL: RESULT = DATOA >> DATOB;
        default: RESULT = 0;
      endcase
    end
endmodule
`timescale 1ns / 1ps
module ALU_top
#(
    parameter   SIZEDATA = 8,
                SIZEOP = 6,
                N_BUTTONS = 3
)
(
  input                         CLK,
  input                         RESET,
  input      [SIZEDATA - 1:0]   SWITCHES,
  input      [N_BUTTONS - 1:0]  BUTTONS,
  output     [SIZEDATA - 1:0]   LEDS
);
  reg signed [SIZEDATA - 1:0]   DATOA;
  reg signed [SIZEDATA - 1:0]   DATOB;
  reg        [SIZEOP - 1:0]     OPCODE;
  ALU
  Modu_ALU(.DATOA          (DATOA),
           .DATOB          (DATOB),
           .OPCODE         (OPCODE),
           .RESULT         (LEDS)      
  );
  always @(posedge CLK)
    begin
    if (RESET)
        begin
            DATOA <= 8'b0;
            DATOB <= 8'b0;
            OPCODE <= 6'b0;
        end
    else
        begin
        if(BUTTONS[0] == 1'b1)
                DATOA   <= SWITCHES;
      if(BUTTONS[1] == 1'b1)
              DATOB   <= SWITCHES;
         if(BUTTONS[2] == 1'b1)
               OPCODE  <= SWITCHES;
         end                 
    end
endmodule
==> run.sh <==
#!/bin/bash
# OpenROAD 26Q1-2900-gdf79404cd8, Yosys 0.63+post, stock flow scripts
make -C /OpenROAD-flow-scripts/flow DESIGN_CONFIG=/design/flow/config.mk WORK_HOME=/design/flow/orfs finish
==> config.mk <==
export PLATFORM = sky130hd
export DESIGN_NAME = ALU_top
export DESIGN_NICKNAME = ALU_top
export VERILOG_FILES = /design/flow/design.v
export SDC_FILE = /design/flow/constraint.sdc
export NUM_CORES = 4
export LEC_CHECK = 1
export CORE_UTILIZATION = 50
==> constraint.sdc <==
current_design ALU_top

set clk_period 6.3
set clk_io_pct 0.2

create_clock -name clk0 -period $clk_period [get_ports {CLK}]

set non_clock_inputs [all_inputs -no_clocks]
set_input_delay [expr $clk_period * $clk_io_pct] -clock clk0 $non_clock_inputs
set_output_delay [expr $clk_period * $clk_io_pct] -clock clk0 [all_outputs]
==> flow_metrics.env <==
# implementation run metrics
export IMPL_seq_area_frac_synth=0.1892
export IMPL_fin_crit_ps=4956
export IMPL_critPathCaptureType="output port"
export IMPL_synth_flops=22
export IMPL_drive_gt1_frac=0.04531
export IMPL_wirelength_um=6112
export IMPL_avgSynthCellArea_um2=7.732
export IMPL_track_usage=0.2664
export IMPL_core_area_um2=4414
export IMPL_power_per_cell_area_nw_per_um2=182.0
export IMPL_ys_area_um2=2327
export IMPL_portBuffers=20
export IMPL_cp_arrival_ps=3700
export IMPL_synthDistinctLibCells=49
export IMPL_hp_class="reg2reg"
export IMPL_drc=0
export IMPL_fp_util=0.5272
export IMPL_antenna_cells=0
export IMPL_grt_pass1_vias=2059
export IMPL_wl_per_cell_um=16.93
export IMPL_synthCells=301
export IMPL_gp_congestion=0.9479
export IMPL_warnings=35
export IMPL_stdcell_area_um2=2605
export IMPL_root_buffer="clkbuf_8"
export IMPL_required_ps=5040
export IMPL_skew_ps=0
export IMPL_rows=24
export IMPL_grt_pass1_wl_um=10290
export IMPL_ff_type="dfxtp_1"
export IMPL_place_hpwl_um=4658
export IMPL_cts_buffers=3
export IMPL_area_delta_synth_final_pct=11.94
export IMPL_place_area_um2=2534
export IMPL_yosysWarnings=2
export IMPL_clock_path_buffers=2
export IMPL_drt_iter0_drc=168
export IMPL_post_cts_buffers=0
export IMPL_ir_drop_mv=0.1557
export IMPL_max_slew_margin=0.4839
export IMPL_cp_start_kind="flop"
export IMPL_hold_buffers=0
export IMPL_pin_count=21
export IMPL_edf_count=0
export IMPL_status="finished, final reports clean"
export IMPL_first_pass_iters=4
export IMPL_cp_max_fo=22
export IMPL_grt_max_degree=25
export IMPL_setup_tns_ps=0
export IMPL_antenna_left=0
export IMPL_syn_cell_area_um2=2327
export IMPL_finalSetupViolCount=0
export IMPL_rsz0062_at_grt="no"
export IMPL_report_final_slew_viol_count=0
export IMPL_ctsResizeCount=0
export IMPL_timing_final_crit_share=0.7866
export IMPL_clock_sink_count=22
export IMPL_grt_overflow=0
export IMPL_critPathKind="reg2out"
export IMPL_hold_viol=0
export IMPL_htreeDepth=1
export IMPL_antenna_found_initial=0
export IMPL_die_h_um=70.23
export IMPL_max_cap_violations=0
export IMPL_clock_latency_ps=260
export IMPL_die_area_um2=4932
export IMPL_dr_total_vias=2130
export IMPL_cts_clk_slew_worst_paths_ps=80
export IMPL_synthArstFlopShare=0
export IMPL_cts_tree="done"
export IMPL_mostFrequentLayoutCell="nor2_1"
export IMPL_ys_cells=301
export IMPL_fmax_ghz=0.2018
export IMPL_worstMarginPinSlew_ps=773.1
export IMPL_vias_per_cell=5.900
export IMPL_p_leak_nw=1.087
export IMPL_die_x_um=70.23
export IMPL_final_core_util=0.5901
export IMPL_layout_top_cells="nor2_1 (47), mux2i_1 (31), ha_1 (24)"
worst max-delay path: stages (launching register included):
cell and delay [ps]:
dfxtp_1 560, nand2b_1 320, or3_1 440, nor2_1 120, a21o_1 130, inv_1 50
ha_1 260, nor2b_1 140, o2111ai_1 190, nand3_1 120, o41ai_1 330, xnor2_1 120
o21ai_0 170, clkdlybuf4s50_1 480
flip-flops by register name (all words and copies together), names as in the netlist:
| signal | flops |
|---|---|
| DATOA | 8 |
| DATOB | 8 |
| OPCODE | 6 |
worst paths after layout:
path	from	to	slack, ps	depth (start not counted)
worst min-delay path	OPCODE[5]	OPCODE[5]	550	2
worst min register to register	OPCODE[5]	OPCODE[5]	550	2
worst max register to register	OPCODE[0]	OPCODE[0]	5140	2
worst max-delay path	OPCODE[0]	LEDS[7]	1340	13
synthesized netlist by cell type, types with 3 or more instances:
| cell type | n | area, um^2 |
|---|---|---|
| ha_1 | 24 | 300.3 |
| clkbuf_1 | 14 | 52.55 |
| inv_1 | 17 | 63.81 |
| a31oi_1 | 3 | 18.77 |
| nor2_1 | 47 | 176.4 |
| nand2_1 | 14 | 52.55 |
| nor3_1 | 4 | 20.02 |
| a21oi_1 | 17 | 85.08 |
| nor2b_1 | 8 | 50.05 |
| nand3_1 | 7 | 35.03 |
| o41ai_1 | 3 | 26.28 |
| xnor2_1 | 12 | 105.1 |
| dfxtp_1 | 22 | 440.4 |
| a211oi_1 | 12 | 90.09 |
| xor2_1 | 8 | 70.07 |
| o21ai_0 | 13 | 65.06 |
| buf_1 | 3 | 11.26 |
| mux2i_1 | 31 | 310.3 |
through the flow:
step	hold slack, ps	power, mW	setup WS, ps	std cells
after global placement	521.3	0.3455	1768	357
after global routing	602.9	0.5054	1034	361
after floorplan	499.1	0.2972	2463	301
final	550.8	0.4741	1344	361
after detailed placement	537.0	0.3454	1686	357
after CTS	550.3	0.4751	1368	361
metal layers:
metal | track usage | vias to the layer above | share of wire
li1 | - | 1085 | -
met5 | 0 | - | 0
met2 | 0.4095 | 85 | 0.45
met1 | 0.4153 | 952 | 0.48
met3 | 0.02044 | 8 | 0.059
met4 | 0.06000 | 0 | 0.012
power breakdown:
part           internal (mW)  switching, mW
Sequential             0.147         0.0192
Clock                 0.0848         0.0446
Combinational         0.0851         0.0930
cell type report:
type                            count  area (um^2)
Fill cell                         417         1809
Sequential cell                    22        440.4
Clock inverter                      1        30.03
Timing Repair Buffer               25        237.7
Inverter                           17        63.81
Multi-Input combinational cell    241         1727
Clock buffer                        3        41.29
Tap cell                           52        65.06
logic make-up (layout without fill, tap and decap cells):
group	after synthesis	in the layout	synth area share
mux	31	31	0.1333
simple gates	95	95	0.1962
buf+inv	38	46	0.06882
compound gates	70	70	0.1995
flops	22	22	0.1892
fa+ha+maj	25	25	0.1376
xor+xnor	20	20	0.07527
Power figures rest on the tool's default switching activity, not on a simulated workload.
